<file path="./design.v">
module router_fifo #(localparam W=9,D=16,A=4)
                      (input clock,resetn,soft_reset,write_enb,read_enb,lfd_state,
			                  input [W-2:0]data_in,
                                output full,empty,
			                           	output reg[W-2:0]data_out);
reg [W-1:0]mem[0:D-1];
reg [A:0]wp,rp;
integer i;
reg [W-3:0]count;
reg tlfd;
always@(posedge clock)begin
	if(!resetn)
		tlfd<=0;
	else
		tlfd<=lfd_state;
end
always@(posedge clock)
begin
	if(!resetn)
	begin
		for(i=0;i<D;i=i+1)begin
			mem[i]<=0;
			end
		wp<=0;
	end
	else if(soft_reset)
	begin
		for(i=0;i<D;i=i+1)begin
			mem[i]<=0;
			end
		wp<=0;
	end
	else if(write_enb && !full)
	begin
			if(wp[4])
			wp<=1'b0;
		else begin
				mem[wp]<={tlfd,data_in};
			wp<=wp+1'b1;
		end
	end
	end
always@(posedge clock)
begin
	if(!resetn)
	begin
		rp<=5'b0;
		data_out<=1'b0;
	end
	else if(soft_reset)
	begin
		rp<=5'b0;
		data_out<= 1'bz;
	end
	else if(count== 7'b0 && data_out!=0)
		data_out<= 1'bz;
	else if(read_enb && !empty)
	begin
			if(rp[4])
			rp<=1'b0;
		else
		begin
	data_out<=mem[rp[3:0]][W-2:0];
		rp<=rp+1'b1;
	end
	end
end
always@(posedge clock)
begin
if(!resetn) count<=7'b0;
else if(soft_reset) count<=7'b0;
else if(read_enb && !empty)begin
	case( mem[rp[3:0]][W-1])
       1'b1 :  count <= mem[rp[3:0]][7:2]+1'b1;
	    1'b0 : if(count!=7'b0) count<=count-1'b1; else count<=count;
	    default : count <= count;
    endcase
end
else
count<=count;
end
assign full=(wp == D && rp == 0);
assign empty=(rp == wp);
endmodule
module router_fsm(input clock,resetn,pkt_valid,parity_done,
                                     input[1:0]data_in,
		                 	input soft_reset_0,soft_reset_1,soft_reset_2,fifo_full,low_pkt_valid,fifo_empty_0,fifo_empty_1,fifo_empty_2,
	                                      output busy,detect_add,ld_state,laf_state,full_state,write_enb_reg,rst_int_reg,lfd_state);
reg [2:0]ste;
reg [2:0]nste;
parameter DECODE_ADDRESS     = 3'b000,        
          LOAD_FIRST_DATA    = 3'b001,        
	  LOAD_DATA          = 3'b010,       
	  FIFO_FULL_STATE    = 3'b011,      
	  LOAD_AFTER_FULL    = 3'b100,     
	  LOAD_PARITY        = 3'b101,    
	  CHECK_PARITY_ERROR = 3'b110,   
	  WAIT_TILL_EMPTY    = 3'b111;  
	  reg[1:0]addr;
	  always@(posedge clock)begin
		  if(!resetn)
			  addr <= 2'b0;
		  else 
			  addr <= data_in;
	  end
	  always@(posedge clock)begin
		  if(!resetn)
			  ste <= DECODE_ADDRESS;
		  else if(soft_reset_0 || soft_reset_1 || soft_reset_2)
			  ste <= DECODE_ADDRESS;
		  else
			  ste <= nste;
	  end
	  always@(*)begin
		  case(ste)
			  DECODE_ADDRESS : if((pkt_valid && (data_in[1:0] == 0) && fifo_empty_0)||
                               (pkt_valid && (data_in[1:0] == 1) && fifo_empty_1)||
					                (pkt_valid && (data_in[1:0] == 2) && fifo_empty_2)) nste = LOAD_FIRST_DATA;
					   else if((pkt_valid && (data_in[1:0] == 0) && !fifo_empty_0)||
                          (pkt_valid && (data_in[1:0] == 1) && !fifo_empty_1)||
					           (pkt_valid && (data_in[1:0] == 2) && !fifo_empty_2)) nste =  WAIT_TILL_EMPTY;  else nste =  DECODE_ADDRESS;
		          LOAD_FIRST_DATA : nste = LOAD_DATA;
		          LOAD_DATA : if(!fifo_full && !pkt_valid) nste =  LOAD_PARITY ; else if(fifo_full) nste = FIFO_FULL_STATE; else nste = LOAD_DATA ;
			  FIFO_FULL_STATE : if(!fifo_full) nste = LOAD_AFTER_FULL ; else nste = FIFO_FULL_STATE;
		          LOAD_AFTER_FULL : if(!parity_done && low_pkt_valid) nste =  LOAD_PARITY; else if(!parity_done && !low_pkt_valid) nste = LOAD_DATA ;
		                            else if(parity_done) nste = DECODE_ADDRESS; else nste = LOAD_AFTER_FULL;
                          LOAD_PARITY : nste = CHECK_PARITY_ERROR;
		          CHECK_PARITY_ERROR : if(fifo_full) nste = FIFO_FULL_STATE; else if(!fifo_full) nste  = DECODE_ADDRESS;else nste = CHECK_PARITY_ERROR;                          
	                  WAIT_TILL_EMPTY : if((fifo_empty_0 && (addr == 0)) || (fifo_empty_1 && (addr == 1)) || (fifo_empty_2 && (addr == 2))) 
		                   nste = LOAD_FIRST_DATA; else nste = WAIT_TILL_EMPTY;
				    default : nste = DECODE_ADDRESS;
		    endcase
	    end
assign detect_add = (ste == DECODE_ADDRESS);
assign ld_state = (ste == LOAD_DATA);
assign laf_state = (ste == LOAD_AFTER_FULL);
assign full_state = (ste == FIFO_FULL_STATE);
assign write_enb_reg = ( ste  == LOAD_DATA || ste == LOAD_PARITY || ste == LOAD_AFTER_FULL);
assign rst_int_reg = (ste == CHECK_PARITY_ERROR);
assign lfd_state = (ste == LOAD_FIRST_DATA);
assign busy = (ste == LOAD_FIRST_DATA || ste == LOAD_PARITY || ste == FIFO_FULL_STATE || ste  == LOAD_AFTER_FULL || ste == WAIT_TILL_EMPTY || ste == CHECK_PARITY_ERROR);
endmodule 
module router_reg(input clock,resetn,pkt_valid,
	input [7:0]data_in,
	input fifo_full,rst_int_reg,detect_add,ld_state,laf_state,full_state,lfd_state,
	output reg parity_done,low_pkt_valid,err,
	output reg [7:0]dout);
reg [7:0] head,ffb,intp,packp; 
always@(posedge clock)begin
	if(!resetn)
		dout<=0;
	else begin
		if(detect_add && pkt_valid && (data_in[1:0] != 3)) dout <= dout;
	        else
		begin
			if(lfd_state) dout<=head;
		        else
			begin
				if(ld_state && (!fifo_full)) dout<=data_in;
				else
				begin
					if(ld_state && fifo_full) dout<=dout;
					else
					begin
						if(laf_state) dout <= ffb; else dout<= dout;
					end
			      end
	        	end
		end
	end
end
always@(posedge clock)begin
	if(!resetn)
		head<=0;
	else
	begin
		if(detect_add && pkt_valid && (data_in[1:0] != 3)) head<= data_in; else head <= head;
	end
end
always@(posedge clock)begin
	if(!resetn)
             intp <= 0;
   else
	begin
		if(detect_add)
			intp <= 0;
		else
		begin
			if(lfd_state)
				intp <= intp ^ head;
			else
			begin
				if(pkt_valid && ld_state && (!full_state))
					intp <= intp ^ data_in;
				else
					intp<=intp;
			end
		end
	end
end
always@(posedge clock)begin
	if(!resetn)
		packp <= 0;
	else
	begin
		if(detect_add)
			packp <= 0;
		else
		begin
			if(ld_state && (!pkt_valid))
				packp <= data_in;
			else
				packp <= packp;
		end
	end
end
always@(posedge clock)begin
	if(!resetn)
		ffb <= 0;
	else
	begin
		if(fifo_full && ld_state)
			ffb <= data_in;
		else
			ffb <= ffb;
	end
end
always@(posedge clock)
begin
	if(!resetn)
		parity_done <= 1'b0;
	  else if(detect_add)
		parity_done <= 1'b0;
		else
	begin
		if((ld_state) && (!fifo_full) && (!pkt_valid) && (laf_state))
			parity_done <= 1'b1;
			else if((laf_state) && (low_pkt_valid) && (!parity_done))
			parity_done <= 1'b1;
		else
			parity_done <= 1'b0;
	end
end
always@(posedge clock)begin
	if(!resetn || rst_int_reg)
		low_pkt_valid <= 0;
	else
	begin
		if(ld_state && (!pkt_valid))
			low_pkt_valid <= 1'b1;
	end
end
always@(posedge clock)begin
	if(!resetn)
		err <= 0;
	else
	begin
		if(rst_int_reg)
		begin
			if(intp != packp)
				err <= 1'b1;
		end
	end
end
endmodule
module router_sync #(parameter N=2)
                    (input detect_add,
			    input [N-1:0]data_in,
			        input write_enb_reg,clock,resetn,read_enb_0,read_enb_1,read_enb_2,empty_0,empty_1,empty_2,
				full_0,full_1,full_2,
				output reg [N:0]write_enb,
				output reg fifo_full,soft_reset_0,soft_reset_1,soft_reset_2,
				output vld_out_0,vld_out_1,vld_out_2);
			reg[N-1:0]add;
			reg[4:0]count_0,count_1,count_2;
			always@(posedge clock)begin
				if(!resetn)
					add <= {N{1'b0}};
				else if(detect_add)
					add <= data_in;
					else
					add<=add;
			end
			always@(*)begin
				if(write_enb_reg)begin
					case(add)
						2'b00 : write_enb = 3'b001;
						2'b01 : write_enb = 3'b010;
						2'b10 : write_enb = 3'b100;
						default : write_enb = 3'b000;
					endcase
				end
				else
					write_enb = 3'b000;
			end
			always@(*)begin
				case(add)
					2'b00 : fifo_full = full_0;
					2'b01 : fifo_full = full_1;
					2'b10 : fifo_full = full_2;
					default : fifo_full = 1'b0;
				endcase
			end
			assign vld_out_0 = ~empty_0;
		   assign vld_out_1 = ~empty_1;
			assign vld_out_2 = ~empty_2;
			always@(posedge clock)begin
				if(!resetn)begin
					count_0 <= 5'b1;
					soft_reset_0 <= 1'b0;
				end
				else if(!vld_out_0)begin
					count_0 <= 5'b1;
					soft_reset_0 <= 5'b0;
				end
				else if(read_enb_0)
	begin
		count_0<=5'b1;
		soft_reset_0<=0;
	end
	else
	begin
		if(count_0==5'd30)
		begin
			count_0<=5'b1;
			soft_reset_0<=1'b1;
		end
		else
		begin
			soft_reset_0<=0;
			count_0<=count_0+1'b1;
		end
	end
			end
			always@(posedge clock)begin
				if(!resetn)begin
					count_1 <= 5'b1;
					soft_reset_1 <= 1'b0;
				end
				else if(!vld_out_1)begin
					count_1 <= 5'b1;
					soft_reset_1 <= 5'b0;
				end
			else if(read_enb_1)
	begin
		count_1<=5'b1;
		soft_reset_1<=0;
	end
	else
	begin
		if(count_1==5'd30)
		begin
			count_1<=5'b1;
			soft_reset_1<=1'b1;
		end
		else
		begin
			soft_reset_1<=0;
			count_1<=count_1+1'b1;
		end
	end
			end
			always@(posedge clock)begin
				if(~resetn)begin
					count_2 <= 5'b1;
					soft_reset_2 <= 1'b0;
				end
				else if(~vld_out_2)begin
					count_2 <= 5'b1;
					soft_reset_2 <= 5'b0;
				end
		else if(read_enb_2)
	begin
		count_2<=5'b1;
		soft_reset_2<=0;
	end
	else
	begin
		if(count_2==5'd30)
		begin
			count_2<=5'b1;
			soft_reset_2<=1'b1;
		end
		else
		begin
			soft_reset_2<=0;
			count_2<=count_2+1'b1;
		end
	end
end
	endmodule
module router_top2 (input clock,resetn,read_enb_0,read_enb_1,read_enb_2,
	input [7:0]data_in,
	input pkt_valid,
	output [7:0]data_out_0,data_out_1,data_out_2,
	output valid_out_0,valid_out_1,valid_out_2,error,busy);
wire [2:0] write_enb1;			
wire [7:0]dt;
wire emt0,emt1,emt2;
router_fsm  rfsm(clock,resetn,pkt_valid,parity_done,data_in[1:0],soft_reset_0,soft_reset_1,soft_reset_2,fifo_full,low_pkt_valid,emt0,emt1,emt2,busy,detect_add,ld_state,laf_state,full_state,write_enb_reg,rst_int_reg,lfd_state);
router_sync  rsync(detect_add,data_in[1:0],write_enb_reg,clock,resetn,read_enb_0,read_enb_1,read_enb_2,emt0,emt1,emt2,
				full_0,full_1,full_2,
			 write_enb1,
				 fifo_full,soft_reset_0,soft_reset_1,soft_reset_2,
				 valid_out_0,valid_out_1,valid_out_2);
router_reg   rr( clock,resetn,pkt_valid,data_in,
	 fifo_full,rst_int_reg,detect_add,ld_state,laf_state,full_state,lfd_state,
	parity_done,low_pkt_valid,error,dt);
router_fifo rf1( clock,resetn,soft_reset_0,write_enb1[0],read_enb_0,lfd_state,dt,full_0,emt0,data_out_0);
router_fifo rf2( clock,resetn,soft_reset_1,write_enb1[1],read_enb_1,lfd_state,dt,full_1,emt1,data_out_1);
router_fifo rf3( clock,resetn,soft_reset_2,write_enb1[2],read_enb_2,lfd_state,dt,full_2,emt2,data_out_2);
endmodule
</file>
<file path="./run.sh">
#!/bin/bash
# OpenROAD 26Q1-2900-gdf79404cd8, Yosys 0.63+post, stock flow scripts
make -C /OpenROAD-flow-scripts/flow DESIGN_CONFIG=/design/flow/config.mk WORK_HOME=/design/flow/orfs finish
</file>
<file path="./config.mk">
export PLATFORM = sky130hd
export DESIGN_NAME = router_top2
export DESIGN_NICKNAME = router_top2
export VERILOG_FILES = /design/flow/design.v
export SDC_FILE = /design/flow/constraint.sdc
export NUM_CORES = 4
export LEC_CHECK = 1
export CORE_UTILIZATION = 50
</file>
<file path="./constraint.sdc">
current_design router_top2

set clk_period 7.4
set clk_io_pct 0.2

create_clock -name clk0 -period $clk_period [get_ports {clock}]

set non_clock_inputs [all_inputs -no_clocks]
set_input_delay [expr $clk_period * $clk_io_pct] -clock clk0 $non_clock_inputs
set_output_delay [expr $clk_period * $clk_io_pct] -clock clk0 [all_outputs]
</file>
==> Table 3: Implementation characteristics <==
Table: implementation figures

Parameter                              Value

Detailed routing
  Number of vias per cell .................. 5.76
  Number of remaining DRC errors .................. 0
  Wire length per cell .................. 22.0 um
  DRC marker count from the first detailed-route iteration .................. 946
  First-pass iteration count of the detailed router .................. 5
  Final WL .................. 64,500 um
  Via count .................. 16,889
  Number of routed nets with antenna violations .................. 0

Critical path
  CP required .................. 5920 ps
  Largest fanout on the critical path .................. 17
  Cell family contributing the most delay on the critical path .................. flip-flops
  Critical Setup Path Class .................. reg2out
  Startpoint class of the critical path .................. flop
  Slowest Stage Delay on Critical Path .................. 760 ps
  CP Cell Sequence .................. xnor2_1 -> nand2_1 -> nor2_1 -> inv_1 -> clkdlybuf4s50_1
  Data arrival time at the worst-slack endpoint .................. 2910 ps
  Buffer and inverter count on the worst path .................. 2
  Critical Path Sink Type .................. output port
  Slowest stage cell on the critical path .................. sky130_fd_sc_hd__dfxtp_1
  Startpoint of the worst setup timing path .................. rf3.rp[4]

Final layout
  Post-Layout Inst Area .................. 30,600 sq um
  Area growth syn-to-layout .................. 11.0%
  Fill cell total of the finished layout .................. 4,238
  Register area .................. 16,200 sq um
  Multi-input combinational cell area .................. 10,600 sq um
  Fraction of final layout cells with drive strength greater than 1 .................. 14.4%
  Most common cell after layout, fill and taps aside .................. sky130_fd_sc_hd__edfxtp_1
  Commonest cells after routing, fill and taps aside .................. sky130_fd_sc_hd__edfxtp_1 (432), sky130_fd_sc_hd__and2_1 (318), sky130_fd_sc_hd__dfxtp_1 (151)

Synth
  Number of unique standard cell types used by synthesis .................. 68
  Cell area leaders .................. sky130_fd_sc_hd__edfxtp_1 (47%), sky130_fd_sc_hd__dfxtp_1 (12%), sky130_fd_sc_hd__mux4_2 (10%)
  EDFF count, synth .................. 432
  Cell type with the largest total area .................. sky130_fd_sc_hd__edfxtp_1
  Synth Register Bits .................. 593
  Fraction of the yosys area taken by sequential cells .................. 58.8%
  Chip area from the yosys synthesis statistics .................. 27,500 sq um
  Yosys cell count .................. 2,172
  Synthesized netlist cell count .................. 2,172
  Most common reg cell .................. sky130_fd_sc_hd__edfxtp_1
  Post-synth design cell area .................. 27,500 sq um
  FFs w/ async S/R, synth .................. 0%
  Ys Warns .................. 22
  Post-synthesis area per instance .................. 12.7 sq um
  Top cell type's share of synthesized area .................. 47.1%

Timing
  Unrepaired setup endpoints after global routing .................. false
  Hold Vio Cnt, Final .................. 0
  Measured slew at the worst slew-check pin .................. 838 ps
  Final slew viol count .................. 0
  Summed negative setup slack over all endpoints .................. 0 ps
  Setup skew after layout .................. 18.6 ps
  Shortest clock period the worst path allows after layout .................. 4390 ps
  Final Cycle Share .................. 59.3%
  Final count of negative-setup-slack endpoints .................. 0
  Worst slew slack as a fraction of its limit .................. 43.7%
  Max frequency .................. 0.228 GHz

Clock tree
  Number of sinks handled by clock tree synthesis .................. 593
  Num CTS Buffers .................. 61
  # Post-CTS Setup Buffers .................. 0
  Post-cts gate resize count .................. 0
  Cell at the root of the clock tree .................. sky130_fd_sc_hd__clkbuf_16
  Number of buffers inserted for hold repair after clock tree synthesis .................. 0
  Clock Path Buffers .................. 3
  Clock tree from TritonCTS .................. done
  Number of levels in the clock H-tree .................. 2
  Worst-skew pair later-pin latency .................. 630 ps
  Clock slew at the register clock pins of the worst setup and hold paths .................. 60 ps

Hold path
  Worst hold-check path type .................. reg2reg
  Origin of the worst min-delay path .................. rr.packp[7]

Die
  Share of the core filled by cells before placement .................. 50.9%
  Die y size .................. 237 um
  Site Rows .................. 85
  Floorplan die area .................. 56,000 sq um
  Number of top-level design ports .................. 43
  Core area .................. 54,100 sq um
  Width of the die .................. 237 um

Place
  PortBufs .................. 42
  Placement-stage cell area .................. 28,700 sq um
  Final Wtd Congestion .................. 0.867
  Sum of net half-perimeters after detailed placement .................. 40,400 um

Power and ir drop
  Part of the power in registers .................. 47.5%
  Power density over the cells .................. 266 nW/um^2
  Leak Pwr .................. 11.4 nW
  Switching Fraction .................. 26.4%
  Net switching power .................. 0.00215 W
  Logic pwr share .................. 16.6%
  Peak VDD IR .................. 0.000210 V
  Internal portion of total power .................. 0.00598 W
  Clock Power Share .................. 35.9%

Job
  Number of warning messages in the logs .................. 42
  Max Cap Violations .................. 0

Global routing
  Maximum number of pins on one net before global-route repair .................. 49
  Vias in the first global route .................. 17,296
  Overflow left after global routing .................. 0
  Global-route wire length before repair .................. 100,000 um
  Antenna violations before repair .................. 1
  Global routing usage summed across all routing layers .................. 25.8%

Status
  Outcome .................. completed
==> stage by stage <==
step	power [W]	worst slack (ps)	hold WS, ps	cells	util, %
4_1_cts	0.00820	2910	468	2931	56.4
2_1_floorplan	0.00486	3780	413	2172	-
6_report	0.00812	3010	465	2932	56.4
3_3_place_gp	0.00527	2600	449	2817	53.0
5_1_grt	0.00846	2880	477	2932	56.4
3_5_place_dp	0.00529	2440	449	2817	53.0
==> synthesized netlist by cell type (all sizes together) (3+ instances only) <==
| master | instances |
|---|---|
| nor4 | 14 |
| o211ai | 5 |
| inv | 35 |
| nor2b | 11 |
| or3 | 8 |
| o31a | 4 |
| o21a | 3 |
| xnor2 | 18 |
| o22ai | 8 |
| a21o | 15 |
| dfxtp | 161 |
| nand2 | 119 |
| o21ai | 68 |
| a22oi | 25 |
| and3 | 128 |
| nor3b | 9 |
| or2 | 7 |
| buf | 35 |
| mux4 | 124 |
| and2 | 319 |
| nand3b | 4 |
| ha | 32 |
| nand4b | 3 |
| or4 | 3 |
| a211oi | 5 |
| a21oi | 76 |
| a2bb2oi | 4 |
| edfxtp | 432 |
| a31oi | 9 |
| xor2 | 34 |
| a22o | 8 |
| mux2i | 24 |
| nand2b | 23 |
| nor3 | 34 |
| clkbuf | 119 |
| nand3 | 50 |
| mux2 | 21 |
| nor2 | 140 |
| nand4 | 9 |
==> power by group through the flow <==
stage     clock network (W)  logic (W)  registers, W
6_report            0.00292    0.00135       0.00386
4_1_cts             0.00298    0.00136       0.00386
5_1_grt             0.00310    0.00149       0.00388
==> metal layers <==
metal  vias up  part of all wire (%)  global-route usage [%]  routed length (um)
met4         0                   2.8                    5.92                1830
li1       7991                     -                       -                   -
met5         -                     0                       0                   0
met2       607                    47                    38.1               30200
met1      8183                    40                    37.9               25800
met3       108                    11                    11.9                6790
==> final timing paths <==
check / endpoint / slack [ps] / depth (start not counted)
hold reg to reg: rr.packp[7] / 470 / 2
setup reg to reg: rf1.count[1] / 3880 / 8
setup / recovery: valid_out_2 / 3010 / 5
hold / removal: rr.packp[7] / 470 / 2
==> cells by family (layout without fill, tap and decap cells) <==
family | after synthesis | count (layout) | share of synthesized area, %
and+or+nand+nor | 885 | 885 | 17.7
DFF | 593 | 593 | 58.8
AOI/OAI and AO/OA | 252 | 252 | 5.73
buffers and inverters | 189 | 252 | 2.77
muxes | 169 | 169 | 11.9
xor gates and xnor gates | 52 | 52 | 1.65
adders and majority gates | 32 | 32 | 1.45
other | 0 | 1 | 0
==> cell type report <==
| class | count | area share (%) |
|---|---|---|
| Sequential cell | 593 | 53.0 |
| Multi-Input combinational cell | 1390 | 34.6 |
| Clock buffer | 85 | 5.57 |
| Timing Repair Buffer | 103 | 2.87 |
| Tap cell | 696 | 2.85 |
| Clock inverter | 29 | 0.590 |
| Inverter | 35 | 0.430 |
| Antenna cell | 1 | 0.00819 |
==> flip-flops by register name, indices dropped and copies added (netlist names), 7 cells and up, named ones only <==
signal / flops
rf1.count: 7
rf1.data_out: 8
rf1.mem: 144
rf2.count: 7
rf2.data_out: 8
rf2.mem: 144
rf3.count: 7
rf3.data_out: 8
rf3.mem: 144
rfsm.ste: 8
rr.dout: 8
rr.ffb: 8
rr.head: 8
rr.intp: 8
rr.packp: 8
==> worst register-to-register path, cell delays in order, from the launching register on <==
cell and delay (ps):
sky130_fd_sc_hd__dfxtp_2 620, sky130_fd_sc_hd__buf_4 530, sky130_fd_sc_hd__mux4_2 590, sky130_fd_sc_hd__nor2b_1 150
sky130_fd_sc_hd__a211oi_1 620, sky130_fd_sc_hd__a31oi_2 310, sky130_fd_sc_hd__o21ba_2 390, sky130_fd_sc_hd__o211ai_1 100
sky130_fd_sc_hd__o211a_1 170
Power figures rest on the tool's default switching activity, not on a simulated workload.
